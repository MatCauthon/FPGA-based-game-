--- run.sh ---
#!/bin/bash
# OpenROAD 26Q1-2900-gdf79404cd8, Yosys 0.63+post, stock flow scripts
make -C /OpenROAD-flow-scripts/flow DESIGN_CONFIG=/design/flow/config.mk WORK_HOME=/design/flow/orfs finish
--- config.mk ---
export PLATFORM = sky130hd
export DESIGN_NAME = VGA
export DESIGN_NICKNAME = VGA
export VERILOG_FILES = /design/flow/design.v
export SDC_FILE = /design/flow/constraint.sdc
export NUM_CORES = 4
export LEC_CHECK = 1
export CORE_AREA = 10 10 97 97
export DIE_AREA = 0 0 107 107
--- constraint.sdc ---
current_design VGA

set clk_period 4.1
set clk_io_pct 0.2

create_clock -name clk0 -period $clk_period [get_ports {Clk_Pixel}]

set non_clock_inputs [all_inputs -no_clocks]
set_input_delay [expr $clk_period * $clk_io_pct] -clock clk0 $non_clock_inputs
set_output_delay [expr $clk_period * $clk_io_pct] -clock clk0 [all_outputs]
--- design.v ---
module VGA(
				Rst_N, 
				Clk_Pixel, 
				H_Sysc, 
				V_Sysc,
				H_Enable_Write,
				V_Enable_Write,
				H_Pixel_Count, 
				V_Line_Count				
			 );
    input 					Rst_N;             
    input 					Clk_Pixel;         
    output 					H_Sysc;            
    output 					V_Sysc;            
	 output					H_Enable_Write;    
	 output					V_Enable_Write;    
    output 	[9:0] 		H_Pixel_Count;     
    output 	[9:0] 		V_Line_Count;		 
	 reg 						H_Sysc;
    reg 						V_Sysc;
	 reg						H_Enable_Write;
	 reg						V_Enable_Write;
	 reg		[9:0]			H_Pixel_Count;
    reg 		[9:0] 		V_Line_Count;
	 parameter H_PIXELS = 800;
	 parameter V_LINES  = 521;
	 parameter H_ACTIVE_REGION = 640;
	 parameter V_ACTIVE_REGION = 480;
	 parameter H_FRONT_PORCH = 16;
	 parameter H_BACK_PORCH  = 48;
	 parameter V_FRONT_PORCH = 10;
	 parameter V_BACK_PORCH  = 29;
	 parameter H_SYSC_PERIOD = 96;
	 parameter V_SYSC_PERIOD = 2;
	 always @ ( posedge Clk_Pixel or negedge Rst_N )
	 begin
		if(!Rst_N)
			begin
				H_Pixel_Count <= 0;
				V_Line_Count  <= 0;
			end
		else
			begin
				H_Pixel_Count <= (H_Pixel_Count==(H_PIXELS-1))?10'h000:H_Pixel_Count+1;
				V_Line_Count  <= (H_Pixel_Count==(H_PIXELS-1))?((V_Line_Count==(V_LINES-1))?10'h000:V_Line_Count+1):V_Line_Count;
			end
	 end
	 always @ ( posedge Clk_Pixel or negedge Rst_N )
	 begin
		if(!Rst_N)
			begin
				H_Sysc <= 0;
				V_Sysc <= 0;
			end
		else
			begin
				H_Sysc <= ( H_Pixel_Count>= H_SYSC_PERIOD )?1:0;								
				V_Sysc <= ( V_Line_Count>= V_SYSC_PERIOD )?1:0;				
			end
	 end
	 always @ ( posedge Clk_Pixel or negedge Rst_N )
	 begin
		if(!Rst_N)
			begin
				H_Enable_Write <= 0;
				V_Enable_Write <= 0;
			end
		else
			begin
				H_Enable_Write <= ( (H_Pixel_Count >= (H_SYSC_PERIOD+H_BACK_PORCH))&&
										  (H_Pixel_Count < (H_SYSC_PERIOD+H_BACK_PORCH+H_ACTIVE_REGION)) )?1:0;								
				V_Enable_Write <= ( (V_Line_Count >= (V_SYSC_PERIOD+V_BACK_PORCH))&&
										  (V_Line_Count < (V_SYSC_PERIOD+V_BACK_PORCH+V_ACTIVE_REGION)) )?1:0;
			end
	 end
endmodule
==> results_dict.tcl <==
# implementation run metrics
set metrics [dict create \
    outcome "complete, no violations" \
    critPathArrivalTime_ns 1.33 \
    crit_required_ns 3.28 \
    fin_tns_setup_ns 0 \
    worst-slew-pin-transition_ns 0.391 \
    worstReg2RegStart "V_Line_Count[5]" \
    timing.final.ws_setup_ns 1.95 \
    global_route.usage.total_pct 5.13 \
    post_layout_min_period_ns 2.15 \
    multiInputGateArea_um2 574 \
    rsz0062_at_grt "false" \
    power.leakage_nw 0.690 \
    vdd_drop_max_mv 0.0609 \
    final_layout_size_suffix_gt1_share_pct 6.76 \
    antenna_cells 0 \
    yosys.area.top_type "dfrtp_1" \
    min_to "V_Line_Count[8]" \
    yosys.stat.chipArea_mm2 0.00122 \
    report.final.setup_viol 0 \
    flop_cell "dfrtp_1" \
    path_cells "clkdlybuf4s50_1" \
    die_h_um 107 \
    layout-area-overhead-vs-synth_pct 32.4 \
    grt_start_max_net_pins 25 \
    yosys_cell_count 126 \
    detail_route.iter0.violations 73 \
    tritoncts_num_sinks 24 \
    boundaryPins 26 \
    worst_skew_pair.late_latency_ns 0.26 \
    hp-start "V_Line_Count[8]" \
    fmaxAchievable_mhz 465 \
    antenna_violating_nets_post_route 0 \
    power_density_mw_per_mm2 234 \
    max_stage_delay_ns 0.54 \
    grt_first_pass_wirelength_um 4800 \
    post_cts_resize_count 0 \
    finalWeightedCongestion 0.746 \
    worst_path_max_delay_cell "dfrtp_1" \
    number_of_input_and_output_port_buffers_inserted 25 \
    regToRegSetupSlack_ns 2.26 \
    cts-htree-levels 1 \
    maxSlewViolCount 0 \
    cts-root-to-sink-buffers 2 \
    post-synth-top-count-cell "dfrtp_1" \
    drc 0 \
    via_count_of_the_first_global_routing_pass 866 \
    yosysWarningCount 1 \
    design_power_total_mw 0.379 \
    ys_top_cells_by_area "dfrtp_1, ha_1, xor2_1, nand2_1, nor3_1" \
    drv.max_cap_violation_count 0 \
    register_area_um2 601 \
    flip_flops_with_a_built_in_enable 0 \
    post-synth-top-area-fraction_pct 49.2 \
    globalRouteOverflowTotal 0 \
    final.setup_skew_ns 0.00473 \
    rows 31 \
    postSynth.asyncResetShare_pct 100 \
    dr.pass1.iters 4 \
    holdPathStages 1 \
    log.warning_count 29 \
    reg2reg_depth 4 \
    clk_transition_reported_paths_ns 0.08 \
    path_max_fanout 11 \
    worst-setup-path-type "flip-flop to output port" \
    yosysSeqAreaShare_pct 49.2 \
    timing.slew.headroom_pct 73.7 \
    routedWlPerCell_um 11.9 \
    vias_per_cell 3.82 \
    critPathTopFamily "flip-flops" \
    timing_hold_violations_final 0 \
    timing.critical_path.buf_inv 1 \
    floorplan.core_util_pct 16.7 \
    synthesis.area_per_instance_um2 9.69 \
    cp-end-kind "output port" \
    ctsHoldBuffers 0 \
    tritoncts_clock_tree "built" \
    numSynthFlops 24 \
    syn_inst 126 \
    worst_r2r_endpoint "V_Line_Count[0]" \
    numCtsBuffers 3 \
    finalCoreUtilization_pct 22.2 \
    number_of_post_cts_setup_repair_buffers 0 \
    drt-total-wl_um 2940 \
    timing.final.crit_share_pct 52.5 \
    die_ar_mm2 0.0114 \
    cp-start-kind "flip-flop" \
    top_cells_by_count "dfrtp_1, nand2_1, nor3_1" \
    post_synth_instance_area_mm2 0.00122 \
    hp-class "flip-flop to flip-flop" \
    routed-via-count 944 \
    nFillCells 818 \
    netlist-cell-type-count 33 \
    fp.dieW_um 107 \
    clock_root_buffer "clkbuf_8" \
    core_region_area_mm2 0.00729 \
    initial_antenna_violation_count 0 \
    pre_cts_ws_ns 2.22 \
    place.detailed.hpwl_um 2220 \
]
## registers in the layout, summed over array words and instances (netlist names)
name            flops
V_Line_Count       10
H_Sysc              1
H_Enable_Write      1
V_Enable_Write      1
V_Sysc              1
H_Pixel_Count      10
## layer usage
metal  global-route usage (%)  share of wire [%]
met5                        0                  0
met4                    0.870                1.2
met3                     1.70                8.9
met2                     7.29                 45
met1                     7.50                 45
## logic make-up (layout without fill, tap and decap cells)
| logic type | after synthesis | in the layout | share of synthesized area, % |
|---|---|---|---|
| buffers and inverters | 12 | 34 | 3.79 |
| and+or+nand+nor | 59 | 59 | 25.8 |
| DFF | 24 | 24 | 49.2 |
| xor gates and xnor gates | 11 | 11 | 7.89 |
| muxes | 1 | 1 | 0.820 |
| AOI/OAI and AO/OA | 14 | 14 | 7.38 |
| adders and majority gates | 5 | 5 | 5.12 |
## cells in the final DEF (no fill, tap or decap), types with 2 or more instances in the layout
master / synthesis / final
a21oi_1: 2 / 2
and3_1: 2 / 2
clkbuf_8: 0 / 3
clkdlybuf4s50_1: 0 / 25
dfrtp_1: 24 / 24
ha_1: 5 / 5
inv_1: 5 / 5
nand2_1: 14 / 14
nand3_1: 9 / 9
nand4_1: 4 / 4
nor2_1: 8 / 8
nor3_1: 10 / 10
o21ai_0: 4 / 4
o21ai_1: 2 / 2
or3_1: 2 / 2
or4_4: 2 / 2
xnor2_1: 4 / 4
xor2_1: 7 / 7
## metrics by stage
stage | hold WS, ns | instance area, µm² | std cells
3_3_place_gp | 0.515 | 1580 | 244
5_1_grt | 0.560 | 1620 | 247
3_5_place_dp | 0.520 | 1580 | 244
2_1_floorplan | 0.463 | 1220 | 126
6_report | 0.535 | 1620 | 247
4_1_cts | 0.532 | 1620 | 247
## power by group
group          switching [mW]  internal, mW
clock                  0.0708        0.0655
sequential                  0         0.236
combinational         0.00460       0.00146
total                  0.0754         0.303
## final cells by class
class / instances / share of cell area [%]
clock buffers: 3 / 2.55
inverters: 5 / 1.16
multi-input cells: 90 / 35.5
flip-flops and latches: 24 / 37.2
well taps: 99 / 7.66
repair buffers: 26 / 15.9
## how the worst max path moves through the flow
| stage | from | cells after the start | end | slack (ns) |
|---|---|---|---|---|
| CTS | H_Pixel_Count[7] | 1 | H_Pixel_Count[7] | 1.92 |
| global route | H_Pixel_Count[5] | 1 | H_Pixel_Count[5] | 1.87 |
| finish | H_Pixel_Count[5] | 1 | H_Pixel_Count[5] | 1.95 |
Power and IR drop assume default switching activity.
