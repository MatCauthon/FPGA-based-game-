==> ./run.sh <==
#!/bin/bash
# OpenROAD 26Q1-2900-gdf79404cd8, Yosys 0.63+post, stock flow scripts
make -C /OpenROAD-flow-scripts/flow DESIGN_CONFIG=/design/flow/config.mk WORK_HOME=/design/flow/orfs finish
==> ./config.mk <==
export PLATFORM = sky130hd
export DESIGN_NAME = clk_div
export DESIGN_NICKNAME = clk_div
export VERILOG_FILES = /design/flow/design.v
export SDC_FILE = /design/flow/constraint.sdc
export NUM_CORES = 4
export LEC_CHECK = 1
export CORE_AREA = 10 10 96 96
export DIE_AREA = 0 0 106 106
==> ./constraint.sdc <==
current_design clk_div

set clk_period 6.0
set clk_io_pct 0.2

create_clock -name clk0 -period $clk_period [get_ports {clk_100mhz}]

set non_clock_inputs [all_inputs -no_clocks]
set_input_delay [expr $clk_period * $clk_io_pct] -clock clk0 $non_clock_inputs
set_output_delay [expr $clk_period * $clk_io_pct] -clock clk0 [all_outputs]
==> ./design.v <==
`timescale 1ns / 1ps
module clk_div(rst_n, 
			   clk_100mhz, 
			   clk_25mhz,
			   clk_500khz);
input rst_n, clk_100mhz;
  output clk_25mhz,clk_500khz;
  wire rst_n, clk_100mhz;
  reg clk_25mhz,clk_500khz;
  reg counter1;
  reg [26:0]counter2;
  always @(posedge clk_100mhz or negedge rst_n)
  begin
    if(!rst_n)
	begin
      counter1 <= 1'b0;
	end
    else
	begin
      counter1 <= counter1+1;
	end
	end
  always @(posedge clk_100mhz or negedge rst_n)
  begin
    if(!rst_n)
      clk_25mhz <= 0;
    else if(counter1 == 1)
      clk_25mhz <= ~clk_25mhz;
  end
  always @(posedge clk_100mhz or negedge rst_n)
  begin
    if(!rst_n)
	 begin
      clk_500khz <= 0;
		counter2<=0;
	end
    else 
	 begin
		counter2<=counter2+1;
		if(counter2 == 250000)
		begin
			clk_500khz <= ~clk_500khz;
			counter2<=0;
		end
	 end
	end
 endmodule
==> PnR_summary.wiki <==
== Flow metrics ==
{| class="wikitable"
! Metric !! Value
|-
| Number of cells on the worst reg-to-reg path || 5
|-
| Number of different library cells in the post-synthesis netlist || 28
|-
| Htree depth || 2
|-
| Status || complete, no violations
|-
| Setup Viol. Count Final || 0
|-
| Library cell contributing the largest single delay on the critical path || clkdlybuf4s50_1
|-
| Violation count after the first detailed-routing iteration || 22
|-
| Number of buffers inserted by port buffering || 3
|-
| Combined buffer and inverter count along the critical path || 1
|-
| Pin slew with the least headroom to its limit || 682 ps
|-
| CP Capture Type || output pin
|-
| Overall track demand over capacity in global routing || 4.68%
|-
| Floorplan core density || 19.9%
|-
| Final Cycle Share || 38.3%
|-
| Placeable core area || 7210 um^2
|-
| Cell area after layout || 1670 um^2
|-
| Syn-to-layout area delta || 16.1%
|-
| YS warnings || 1
|-
| Start-to-end type of the worst setup path || reg -> out
|-
| Vias per cell || 3.98
|-
| Drt wl/cell || 10.4 um
|-
| Number of iterations in the first detailed-routing pass || 4
|-
| Launching element type of the critical path || register
|-
| Synthesized instance count || 131
|-
| Required time of the critical path || 4800 ps
|-
| Layout cell share with drive strength beyond 1 || 8.70%
|-
| Post-CTS Resized || 0
|-
| Largest incremental delay on the critical path || 470 ps
|-
| CTS clock-pin slew for the worst setup and hold paths || 60 ps
|-
| Global-route wire length before repair || 4430 um
|-
| Unrepaired setup endpoints after global routing || false
|-
| Critical Path End || clk_25mhz
|-
| Clock tree buffer depth || 2
|-
| CP arrival || 1100 ps
|-
| Stages on worst setup path || 1
|-
| Vias in the first global route || 918
|-
| CTS tree || yes
|-
| Power density cells || 217 nW/um^2
|-
| Worst path top cell family by delay || buffers and inverters
|-
| Total number of vias || 943
|-
| Most frequent logic cell in the layout || dfrtp_1
|-
| MaxCap Viol Count || 0
|-
| Number of buffers added for setup after CTS || 0
|-
| Final Slew Violations || 0
|-
| Reg2reg setup slack || 4110 ps
|-
| Count of hold-fix buffers inserted at cts || 0
|-
| Drc violations || 0
|-
| Maximum fanout along the worst path || 2
|-
| Clock latency at the later pin of the worst-skew pair || 270 ps
|-
| Fmax || 435 MHz
|-
| Max rail drop VDD || 0.0000642 V
|-
| Tool warnings || 26
|-
| #FFs+latches synth || 30
|-
| CTS Sinks || 30
|-
| Remaining max-slew budget at the tightest pin || 54.1%
|-
| Clock buffers created by TritonCTS || 5
|-
| Clock period minus final worst setup slack || 2300 ps
|-
| Worst path cell trace || clkdlybuf4s50_1
|-
| Mean post-synth cell area || 11.0 um^2
|-
| Placement-stage cell area || 1590 um^2
|-
| Classification of the worst-slack hold path || reg -> reg
|-
| Largest net degree at the start of global routing || 31
|-
| Antenna violations before repair || 0
|-
| Clock root cell || clkbuf_8
|-
| Post-route setup TNS || 0 ps
|-
| Standard-cell row count || 31
|-
| Die outline area || 11,200 um^2
|-
| Clk_skew || 2.25 ps
|-
| Routability Congestion || 0.791
|-
| Number of cell instances after yosys synthesis || 131
|-
| DRT antenna net count || 0
|-
| DIE WIDTH || 106 um
|-
| Post-synthesis instance area || 1440 um^2
|-
| Leakage component of the power || 0.698 nW
|-
| Yosys chip area || 1440 um^2
|-
| HPWL after detailed placement || 1700 um
|-
| Count of boundary I/O pins || 4
|-
| Number of hold violations in the final report || 0
|-
| Diodes inserted || 0
|-
| Crit. Startpoint || clk_25mhz$_DFFE_PN0P_
|-
| Register share after synthesis || 52.3%
|-
| Die Y-Extent || 106 um
|-
| Commonest cells after routing, fill and taps aside || 30 x dfrtp_1, 19 x xnor2_1, 11 x nand3_1
|-
| GR Overflow Total || 0
|-
| Capturing point of the worst reg2reg path || counter2[16]$_DFF_PN0_
|-
| Total Routed Length || 2470 um
|-
| Source of the worst register-to-register timing path || counter2[6]$_DFF_PN0_
|}
worst min path at each step:
stage                      start                  to  slack [ps]  depth (start not counted)
finish        counter1$_DFF_PN0_  counter1$_DFF_PN0_         440                          1
global route  counter1$_DFF_PN0_  counter1$_DFF_PN0_         470                          1
CTS           counter1$_DFF_PN0_  counter1$_DFF_PN0_         440                          1
where the power goes:
| part | switching (mW) | internal [mW] |
|---|---|---|
| registers | 0 | 0.202 |
| clock network | 0.0664 | 0.0882 |
| logic | 0.00375 | 0.000997 |
cell families (layout without fill, tap and decap cells):
logic type / count (synthesis) / count (layout) / synth area share [%]
flip-flops: 30 / 30 / 52.3
XOR/XNOR: 25 / 25 / 15.2
adder cells (fa/ha/maj): 2 / 2 / 1.74
AND/OR/NAND/NOR: 62 / 62 / 27.0
buffers and inverters: 9 / 16 / 2.70
AND-OR/OR-AND: 3 / 3 / 1.04
per-layer routing:
layer / share of wire (%) / GRT usage, % / routed length, um
met1: 51 / 7.20 / 1270
met2: 41 / 6.10 / 1020
met3: 5.4 / 1.53 / 134
met4: 1.7 / 1.16 / 43
met5: 0 / 0 / 0
cell usage after synthesis:
cell,number,share of area [%]
dfrtp_1,30,52
nor4b_1,4,2.4
ha_1,2,1.7
and2_1,2,0.87
nor2_1,10,2.6
nand4_2,1,0.87
or4_1,1,0.52
nand2_1,8,2.1
clkbuf_1,2,0.52
nand4bb_1,1,0.78
nand3_1,11,3.8
and3_1,2,0.87
a21oi_1,2,0.70
o21ai_0,1,0.35
buf_4,1,0.52
clkbuf_2,1,0.35
nand3b_1,1,0.52
nand4_4,1,1.5
nor4_1,4,1.7
nor4_4,1,1.5
and4_1,2,1.2
nor2b_1,1,0.44
and4_2,1,0.70
nand4_1,8,3.5
xor2_1,6,3.7
xnor2_1,19,12
inv_1,5,1.3
nor3_1,3,1.0
flip-flops by register name, indices dropped and copies added (netlist names):
name        flops
clk_500khz      1
clk_25mhz       1
counter2       27
counter1        1
metrics by stage:
step	utilization, %	total power, mW	instances	hold WS (ps)	worst slack [ps]
after floorplan	-	0.206	131	413	4450
after global placement	22.0	0.211	231	426	3990
after detailed placement	22.0	0.211	231	435	3980
after CTS	23.1	0.368	237	444	3680
after global routing	23.1	0.377	237	471	3650
final	23.1	0.362	237	438	3700
area by class of cell:
type	instances	area (um^2)
fillers	787	5550
flip-flops and latches	30	751
multi-input cells	92	647
well taps	99	124
clock buffers	6	82.6
repair buffers	5	45.0
inverters	5	18.8
No activity file was given, so power comes from the tool's default toggle rates.
